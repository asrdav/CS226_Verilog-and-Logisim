[design/flow/config.mk]
export PLATFORM = sky130hd
export DESIGN_NAME = alarm_priority
export DESIGN_NICKNAME = alarm_priority
export VERILOG_FILES = /design/flow/design.v
export SDC_FILE = /design/flow/constraint.sdc
export NUM_CORES = 4
export LEC_CHECK = 1
export CORE_AREA = 10 10 70 70
export DIE_AREA = 0 0 80 80
[design/flow/constraint.sdc]
current_design alarm_priority

set clk_period 1.7
set clk_io_pct 0.2

create_clock -name clk0 -period $clk_period

set non_clock_inputs [all_inputs -no_clocks]
set_input_delay [expr $clk_period * $clk_io_pct] -clock clk0 $non_clock_inputs
set_output_delay [expr $clk_period * $clk_io_pct] -clock clk0 [all_outputs]
[design/flow/design.v]
module vat_buzzer_behavior (output buzzer,
input above_25_0, above_30_0, low_level_0,
input above_25_1, above_30_1, low_level_1,
input select_vat_1 );
assign buzzer = select_vat_1 ? low_level_1 | (above_30_1 | ~above_25_1): low_level_0 | (above_30_0 | ~above_25_0);
endmodule
module alarm_priority ( output [2:0] intruder_zone,
output valid,
input [1:8] zone );
wire [1:8] winner;
assign winner[1] = zone[1];
assign winner[2] = zone[2] & ~zone[1];
assign winner[3] = zone[3] & ~(zone[2] | zone[1]);
assign winner[4] = zone[4] & ~(zone[3] | zone[2] | zone[1]);
assign winner[5] = zone[5] & ~(zone[4] | zone[3] | zone[2] | zone[1]);
assign winner[6] = zone[6] & ~(zone[5] | zone[4] | zone[3] | zone[2] | zone[1]);
assign winner[7] = zone[7] & ~(zone[6] | zone[5] | zone[4] | zone[3] | zone[2] | zone[1]);
assign winner[8] = zone[8] & ~(zone[7] | zone[6] | zone[5] | zone[4] | zone[3] | zone[2] |zone[1]);
assign intruder_zone[2] = winner[5] | winner[6] | winner[7] | winner[8];
assign intruder_zone[1] = winner[3] | winner[4] | winner[7] | winner[8];
assign intruder_zone[0] = winner[2] | winner[4] | winner[6] | winner[8];
assign valid = zone[1] | zone[2] | zone[3] | zone[4] | zone[5] | zone[6] | zone[7] | zone[8];
endmodule
[design/flow/run.sh]
#!/bin/bash
# OpenROAD 26Q1-2900-gdf79404cd8, Yosys 0.63+post, stock flow scripts
make -C /OpenROAD-flow-scripts/flow DESIGN_CONFIG=/design/flow/config.mk WORK_HOME=/design/flow/orfs finish
==> flow_metrics.py <==
# Generated from Yosys and OpenROAD reports
metrics = {
    "outcome": {
        "status": "complete, no violations",
    },
    "place": {
        "portBuffers": 12,
        "place_congestion": 0.780,
        "dp_hpwl_um": 403,
    },
    "final_timing": {
        "fin_crit_ns": 1.62,
        "relSlewSlack_pct": 82.7,
        "period_used_pct": 95.5,
        "final_hold_viol_count": 0,
        "max_freq_ghz": 0.616,
        "setup_viol": 0,
        "drv_slew": 0,
        "grt_setup_unrepaired": "false",
        "tightest_slew_ns": 0.256,
    },
    "logic_synthesis": {
        "most_common_cell": "nor2_1",
        "syn_area_per_cell_um2": 6.26,
        "netlist_instances": 13,
        "top_cell_area_share_pct": 15.4,
        "ys_warn_count": 0,
        "syn_area_um2": 81.3,
        "ys_seq_share_pct": 0,
        "ys_area_um2": 81.3,
        "ys_cells": 13,
        "synth_cell_types": 11,
        "synth_top_cell_by_area": "nor4_2",
        "yosys-top-cells-area": "nor4_2, nor2_1, and3b_1",
    },
    "power": {
        "fin_total_pwr_w": 0.0000469,
        "powerDensity_nw_per_um2": 162,
        "vdd_ir_drop_max_mv": 0.0138,
        "p_leak_nw": 0.127,
    },
    "critical_path": {
        "critPathMaxFanout": 3,
        "cp.arrival_ns": 1.28,
        "endpoint": "valid",
        "cp-end-kind": "primary output",
        "required_ns": 1.36,
        "worstSetupPathType": "in -> out",
        "critPathLaunch": "zone[8]",
        "start_kind": "input port",
    },
    "global_routing": {
        "antenna_found_initial": 0,
        "grt_max_degree": 4,
        "gr-usage-all-layers_pct": 1.43,
        "grt_remaining_overflow": 0,
        "grt_pass1_wl_um": 765,
        "grt_pass1_vias": 151,
    },
    "cts": {
        "ctsHoldBuffers": 0,
    },
    "drt": {
        "vias_per_cell": 2.20,
        "wl_per_cell_um": 7.51,
        "drtIter0Drc": 0,
        "ant_nets": 0,
        "vias": 163,
        "antenna_cells": 0,
        "dr.pass1.iters": 1,
        "drc": 0,
        "drt_wl_total_um": 556,
    },
    "final_layout": {
        "syn2layout_area_growth_pct": 255,
        "nClkBuffers": 0,
        "layout-drive-gt1-share_pct": 57.1,
        "final_core_util_pct": 8.46,
        "ff_count": 0,
        "regArea_um2": 0,
    },
    "die": {
        "fp_util_pct": 2.38,
        "core-area_um2": 3420,
        "die_h_um": 80,
        "dieArea_um2": 6400,
        "fp-row-count": 21,
        "io_pins": 12,
        "fp.dieW_um": 80,
    },
    "run": {
        "tool_warnings": 32,
        "drv_cap": 0,
    },
    "worst_hold_path": {
        "hold_class": "in -> out",
    },
}
## stage by stage
step	hold slack, ns	setup WS (ns)	setup TNS [ns]	instances	cell area (um2)
2_1_floorplan	0.714	0.582	0	13	81.3
3_3_place_gp	1.69	-0.497	-1.43	72	267
3_5_place_dp	1.69	-0.476	-1.45	72	267
4_1_cts	1.10	0.00688	0	73	285
5_1_grt	1.11	0.0169	0	74	289
6_report	1.08	0.0760	0	74	289
## cell families (layout without fill, tap and decap cells)
kind of cell           Yosys count  after routing  synth area share, %
and+or+nand+nor                  7              7                 53.8
buffers and inverters            1             16                 4.61
AOI/OAI and AO/OA                5              5                 41.5
## layer usage
metal	vias to the layer above	share of wire, %	GRT usage [%]
li1	79	-	-
met3	0	10	0.455
met2	9	40	2.57
met1	75	49	1.71
met4	0	0	0
met5	-	0	0
## worst max-delay path: stages
cell and delay (ns):
buf_2 0.13, nor4_4 0.28, nand3_1 0.11, clkdlybuf4s50_1 0.42
## report_power, final
part	total, W	internal [W]	switching (W)
Sequential	0	0	0
Combinational	0.0000469	0.0000253	0.0000216
Clock	0	0	0
## area by class of cell
class	count	area [um2]
Inverter	1	3.75
Multi-Input combinational cell	12	114
Timing Repair Buffer	15	114
Tap cell	46	57.6
Fill cell	405	3130
## what timing repair did
action,4_1_cts,5_1_grt
hold endpoints to repair,0,0
setup buffers,1,1
resized,29,9
setup endpoints to repair,4,2
pin swaps,4,4
## worst min path at each step
stage / slack, ns / cells past startpoint / to / start
finish: 1.08 / 3 / intruder_zone[0] / zone[3]
CTS: 1.10 / 3 / intruder_zone[0] / zone[3]
global route: 1.11 / 3 / intruder_zone[0] / zone[3]
## cell usage in the layout (no fill, tap or decap)
| master | netlist | routed |
|---|---|---|
| o21ai_2 | 0 | 1 |
| clkdlybuf4s50_1 | 0 | 1 |
| nor2_4 | 0 | 1 |
| nand3_1 | 1 | 1 |
| buf_4 | 0 | 2 |
| clkbuf_2 | 0 | 2 |
| and3b_1 | 1 | 1 |
| inv_1 | 1 | 1 |
| o41ai_2 | 0 | 1 |
| nor4_4 | 0 | 1 |
| a21oi_1 | 1 | 1 |
| dlymetal6s2s_1 | 0 | 1 |
| a21boi_2 | 0 | 1 |
| o21bai_1 | 1 | 1 |
| buf_2 | 0 | 4 |
| nor2_2 | 0 | 2 |
| nor2b_1 | 1 | 1 |
| buf_6 | 0 | 1 |
| dlygate4sd2_1 | 0 | 4 |
Power is estimated from default activity; no workload was simulated.
