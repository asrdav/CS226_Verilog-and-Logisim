==> design/flow/config.mk <==
export PLATFORM = sky130hd
export DESIGN_NAME = ripple_carry
export DESIGN_NICKNAME = ripple_carry
export VERILOG_FILES = /design/flow/design.v
export SDC_FILE = /design/flow/constraint.sdc
export NUM_CORES = 4
export LEC_CHECK = 1
export CORE_AREA = 10 10 70 70
export DIE_AREA = 0 0 80 80
==> design/flow/constraint.sdc <==
current_design ripple_carry

set clk_period 2.2
set clk_io_pct 0.2

create_clock -name clk0 -period $clk_period

set non_clock_inputs [all_inputs -no_clocks]
set_input_delay [expr $clk_period * $clk_io_pct] -clock clk0 $non_clock_inputs
set_output_delay [expr $clk_period * $clk_io_pct] -clock clk0 [all_outputs]
==> design/flow/design.v <==
module ripple_carry(s,cout,cin,A,B);
input [3:0] A, B;  
input cin;  
output [3:0] s;  
output cout;
wire [2:0] c;   
fulladder fa0(s[0],c[0],A[0],B[0],cin );
fulladder fa1(s[1],c[1],A[1],B[1],c[0],);
fulladder fa2(s[2],c[2],A[2],B[2],c[1],);
fulladder fa3(s[3],cout,A[3],B[3],c[2],);
endmodule
module fulladder(sum,cout,a,b,cin,);
  input a,b,cin;
  output sum,cout;
  reg sum,cout;
  always @ (a or b or cin)
  begin
    sum <= a ^ b ^ cin;
    cout <= (a & b) | (a & cin) | (b & cin);
  end
endmodule
==> design/flow/run.sh <==
#!/bin/bash
# OpenROAD 26Q1-2900-gdf79404cd8, Yosys 0.63+post, stock flow scripts
make -C /OpenROAD-flow-scripts/flow DESIGN_CONFIG=/design/flow/config.mk WORK_HOME=/design/flow/orfs finish
==> metrics.yaml <==
place:
  place_congestion: 0.6611
  dp_slack_ps: -1061
  port_buffers: 14
  dp_hpwl_um: 513.4
  place_area_um2: 320.3
cells_and_area:
  fin_util: 0.09158
  postLayoutCellArea_um2: 312.8
  synthToLayoutAreaGrowth_pct: 111.9
  nClkBuffers: 0
  flop-count: 0
  fill_cells: 404
  final_cell_mix: "inv_1 (5), clkdlybuf4s50_1 (5)"
  ff_latch_area_um2: 0
  drive_gt1_frac: 0.5000
run:
  warning_count: 35
  drv_cap: 0
global_route:
  overflow: 0
  first_global_vias: 135
  antenna_found_initial: 0
  grt_first_pass_wirelength_um: 696
  grt_max_degree: 2
  track_usage: 0.01439
sta:
  finalSetupViolCount: 2
  fmax_ghz: 0.3957
  period_needed_ps: 2527
  drv_slew: 0
  worst_slew_pin_slew_ps: 109.9
  min_period_over_period: 1.149
  rsz0062_at_grt: "yes"
  relSlewSlack: 0.9265
  final_hold_viol_count: 0
  setup_ws_ps: -327.4
worst_hold_path:
  min_path_type: "primary input to output port"
  min_path_cells: 3
setup_path:
  cp_max_fo: 1
  crit_path_end_kind: "output port"
  worstPathArrival_ps: 2090
  cp.required_ps: 1760
  start_kind: "primary input"
  critical_path_class: "primary input to output port"
logic_synthesis:
  yosysCellCount: 18
  synth_area_um2: 147.6
  yosys.stat.seqShare: 0
  yosysTopAreaCell: "fa_1"
  synth_top_area_share: 0.5424
  yosysWarnings: 1
  synth_cells: 18
  synth_cell_types: 3
  area_leaders: "fa_1 (54%), inv_1 (25%), buf_4 (20%)"
  avgSynthCellArea_um2: 8.202
  yosysChipArea_um2: 147.6
detailed_routing:
  vias: 123
  drt_wl_total_um: 505
  drtIter0Drc: 0
  via_per_inst: 1.662
  dr.pass1.iters: 1
  route.detailed.drc: 0
  antennaDiodeCount: 0
  drt-wirelength-per-cell_um: 6.824
  ant_nets: 0
clock_tree:
  postCtsSetupRepairBufs: 0
  ctsHoldBuffers: 0
power_and_ir_drop:
  p_leak_uw: 0.0001405
  vdd_drop_max_uv: 20.77
  p_per_area_nw_per_um2: 187.6
floorplanning:
  die_area_um2: 6400
  initCoreUtil: 0.04322
  dieHeight_um: 80
  ios: 14
  std_cell_rows: 21
  die_w_um: 80
  core_area_um2: 3416
outcome:
  violations: "setup timing"
  status: "finished with violations"
per-layer routing:
| layer | track usage | up-vias | part of all wire |
|---|---|---|---|
| li1 | - | 60 | - |
| met1 | 0.01404 | 56 | 0.34 |
| met2 | 0.02408 | 7 | 0.46 |
| met3 | 0.01250 | 0 | 0.20 |
| met4 | 0 | 0 | 0 |
| met5 | 0 | - | 0 |
worst max-delay path, cell delays in order:
cell   delay (ps)
buf_6          90
inv_4          40
fa_2          190
inv_2          40
fa_2          330
fa_2          340
inv_2          60
fa_1          400
inv_1          70
buf_2          90
path summary, 6_finish.rpt:
kind / start / to / slack (ps)
hold / removal: B[1] / s[1] / 1510
setup / recovery: cin / s[3] / -330
area by class of cell:
type	count	area [µm²]	area share
inverters	10	42.54	0.1360
repair buffers	14	125.1	0.4000
well taps	46	57.56	0.1840
multi-input cells	4	87.58	0.2800
power by group:
group / internal [µW] / switching, µW / total (µW)
combinational: 37.5 / 21.2 / 58.7
sequential: 0 / 0 / 0
clock: 0 / 0 / 0
total: 37.5 / 21.2 / 58.7
synthesized netlist by cell type:
cell   instances
inv_1         10
buf_4          4
fa_1           4
cell families after synthesis:
family                     Yosys count  synth area share
buffers and inverters               14            0.4577
adders and majority gates            4            0.5424
metrics by stage:
step	setup TNS (ps)	total power (µW)	std cells	hold WS (ps)
after CTS	-780.3	62.80	74	1511
after detailed placement	-3580	70.40	74	1959
after floorplan	-182.1	31.82	18	1107
after global placement	-3511	69.41	74	1957
final	-457.0	58.68	74	1513
after global routing	-630.1	68.59	74	1562
timing repair:
item | 4_1_cts | 5_1_grt
endpoints found under the setup margin | 5 | 3
pin swaps | 4 | 3
resized | 31 | 2
Power is estimated from default activity; no workload was simulated.
