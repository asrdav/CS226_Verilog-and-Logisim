<file path="./design.v">
module decade_counter(q, clk);
	output reg[3:0] q = 0;			 
	input clk;
	always @(posedge clk)
		q <= q == 9 ? 0 : q + 1;
endmodule
module decoded_counter(ctrl, clk);
	output ctrl;				 
	input clk;
	reg [3:0] count_value = 0;
	always @(posedge clk)
		count_value <= count_value + 1;
		assign ctrl = count_value == 4'b0111 || count_value == 4'b1011;
endmodule
</file>
<file path="./run.sh">
#!/bin/bash
# OpenROAD 26Q1-2900-gdf79404cd8, Yosys 0.63+post, stock flow scripts
make -C /OpenROAD-flow-scripts/flow DESIGN_CONFIG=/design/flow/config.mk WORK_HOME=/design/flow/orfs finish
</file>
<file path="./config.mk">
export PLATFORM = sky130hd
export DESIGN_NAME = decade_counter
export DESIGN_NICKNAME = decade_counter
export VERILOG_FILES = /design/flow/design.v
export SDC_FILE = /design/flow/constraint.sdc
export NUM_CORES = 4
export LEC_CHECK = 1
export CORE_AREA = 10 10 70 70
export DIE_AREA = 0 0 80 80
</file>
<file path="./constraint.sdc">
current_design decade_counter

set clk_period 1.4
set clk_io_pct 0.2

create_clock -name clk0 -period $clk_period [get_ports {clk}]

set non_clock_inputs [all_inputs -no_clocks]
set_input_delay [expr $clk_period * $clk_io_pct] -clock clk0 $non_clock_inputs
set_output_delay [expr $clk_period * $clk_io_pct] -clock clk0 [all_outputs]
</file>
==> run_results.csv <==
group,metric,value,unit
synth,yosys.area.top_type,"dfxtp_1",
worst_setup_path,crit_path_start,"q[2]",
worst_setup_path,reg2reg_from,"q[1]",
die,num_rows,21,
cts,tritoncts,"done",
worst_setup_path,worst-setup-path-type,"reg2out",
synth,ys_types,12,
cts,root_buffer,"clkbuf_4",
timing,setup_viol,0,
worst_setup_path,endpoint_kind,"primary output",
worst_setup_path,crit_chain,"clkdlybuf4s50_1",
power,seq_power_share,0.428,
power,p_comb_frac,0,
min_path,min_delay_path_depth,1,
detailed_routing,firstDrtPassIters,3,
timing,slew_violations,0,
synth,synth_top_area_share,0.430,
cts,numCtsBuffers,3,
timing,postLayoutSetupSlackWorst,0.0484,ns
die,die_area,6400,um^2
detailed_routing,routedWlPerCell,5.38,um
synth,ys.warnings.count,1,
detailed_routing,drc,0,
cts,clock_path_buffers,2,
global_route,grt_first_pass_wirelength,572,um
job,maxCapViolCount,0,
outcome,status,"finished, final reports clean",
final_layout,largest_reg_flops,4,
worst_setup_path,slowest_stage,"clkdlybuf4s50_1",
worst_setup_path,crit_cells,1,
global_route,antenna_found_initial,1,
timing,final_hold_viol_count,0,
detailed_routing,antenna_left,0,
power,p_sw_frac,0.205,
detailed_routing,initialDrtViolationCount,10,
cts,clock_latency,0.24,ns
timing,clock.fmax,740,MHz
global_route,grt_max_degree,7,
synth,topCellsByArea,"dfxtp_1 (43%), ha_1 (13%), o211ai_2 (6.7%)",
placed_design,gp_congestion,0.723,
timing,min_period_over_period,0.965,
final_layout,finalInstanceArea,317,um^2
worst_setup_path,reg2reg_depth,4,
power,p_int,209,uW
placed_design,dp_hpwl,290,um
final_layout,top_regs,"q x4",
synth,ys.flop_type,"dfxtp_1",
power,vdd_drop_max,0.133,mV
final_layout,area_delta_synth_final,69.8,%
worst_setup_path,critPathMaxStageDelay,0.47,ns
worst_setup_path,arrival,1.07,ns
global_route,grtUsageTotal,0.0125,
min_path,hp-class,"reg2reg",
final_layout,seqCellArea,87.6,um^2
synth,ys_chip_area,186,um^2
worst_setup_path,worst-path-buf-inv,1,
synth,top_cells_by_count,"dfxtp_1 (4), ha_1 (2), nor2_1 (2)",
power,leakage,0.000111,uW
placed_design,dpl-instance-area,284,um^2
cts,htree_levels,1,
worst_setup_path,crit_family,"buffers and inverters",
cts,path_clk_slew,0.04,ns
die,die_w,80,um
synth,synth_area,186,um^2
global_route,grt_pass1_vias,120,
cts,cts_sinks,4,
worst_setup_path,start_kind,"flip-flop",
synth,edf_count,0,
die,fp.coreArea,3420,um^2
timing,setup_tns,0,ns
placed_design,numPortBuffers,4,
power,power.total,263,uW
worst_setup_path,cp_max_fo,6,
final_layout,mi_logic_area,103,um^2
detailed_routing,routed_wl,382,um
global_route,gr-total-overflow,0,
final_layout,nFillCells,398,
detailed_routing,via_per_inst,1.92,
synth,synthArstFlopShare,0,
timing,period_minus_slack,1.35,ns
die,ios,5,
synth,syn_inst,17,
power,powerDensity,830,nW/um^2
synth,yosysMostFrequentCell,"dfxtp_1",
timing,fin_skew,0.000941,ns
worst_setup_path,required,1.12,ns
timing,tightestPinTransition,0.119,ns
die,die_height,80,um
die,fp_util,0.0546,
timing,maxSlewHeadroom,0.918,
detailed_routing,vias,136,
worst_setup_path,r2r_setup_slack,0.31,ns
job,log.warning_count,26,
final_layout,regMostFlops,"q",
worst_setup_path,r2r_end,"q[3]",
placed_design,preCtsSetupSlack,0.211,ns
timing,fin_hold_ws,0.443,ns
synth,synth_area_per_cell,11.0,um^2
synth,ys_seq_share,0.430,
final_layout,layout-drive-gt1-share,0.417,
power,clkPwrFrac,0.572,
power,switching_power,53.9,uW
synth,yosys_cells,17,
synth,ys_ff,4,
cts,cts-hold-fix-buffers,0,
worst_setup_path,endpoint,"q[2]",
timing,rsz0062_at_grt,"false",
[worst register-to-register path: stages, from the launching register on]
cell and delay [ns]:
dfxtp_2 0.35, inv_1 0.05, ha_1 0.19, or3b_1 0.37, o211ai_2 0.06
[cell usage in the layout, fill, tap and decap left out, types with 2 or more instances in the layout]
| cell | n |
|---|---|
| nor2_1 | 2 |
| dfxtp_2 | 3 |
| ha_1 | 2 |
| clkdlybuf4s50_1 | 4 |
| clkbuf_4 | 3 |
[logic make-up after synthesis]
group                      after synthesis  synth area share
adders and majority gates                2             0.134
DFF                                      4             0.430
AOI/OAI and AO/OA                        2             0.121
and+or+nand+nor                          7             0.242
buffers and inverters                    1            0.0201
muxes                                    1            0.0537
[worst min path at each step]
stage	end	slack, ns	from
after global routing	q[0]	0.45	q[0]
after CTS	q[0]	0.46	q[0]
final	q[0]	0.44	q[0]
[routing by layer]
layer / part of all wire / global-route usage / vias up / routed length (um)
li1: - / - / 75 / -
met1: 0.47 / 0.0133 / 54 / 181
met2: 0.26 / 0.0104 / 7 / 98
met3: 0.27 / 0.0216 / 0 / 102
met4: 0 / 0.00352 / 0 / 0
met5: 0 / 0 / - / 0
[stage by stage]
step                instances    util
floorplan                  17       -
global placement           67  0.0832
detailed placement         67  0.0832
CTS                        70  0.0912
global route               71  0.0927
finish                     71  0.0927
[layout make-up]
type	count	area share
Multi-Input combinational cell	12	0.324
Antenna cell	1	0.00791
Inverter	1	0.0119
Sequential cell	4	0.277
Timing Repair Buffer	4	0.126
Clock buffer	3	0.0711
Tap cell	46	0.182
[power groups by stage]
stage	combinational, uW	sequential, uW	clock (uW)
4_1_cts	0.0000629	114	160
5_1_grt	0.0000629	112	170
6_report	0.0000629	112	150
[what timing repair did]
action	in CTS	in global routing
pin swaps	0	0
gates cloned	0	0
buffers inserted	0	0
resized	4	1
setup endpoints to repair	4	1
Power is estimated from default activity; no workload was simulated.
